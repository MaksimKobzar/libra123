**./design.v**
```verilog
parameter int unsigned          SCR1_CSR_MTVEC_BASE_ZERO_BITS   = 6;
parameter int unsigned          SCR1_CSR_MTVEC_BASE_VAL_BITS    = 32-SCR1_CSR_MTVEC_BASE_ZERO_BITS;
parameter int unsigned SCR1_CSR_MTVEC_BASE_RW_BITS = 26;     
parameter bit [32-1:0]   SCR1_TCM_ADDR_MASK          = 'hFFFF0000;
parameter bit [32-1:0]   SCR1_TCM_ADDR_PATTERN       = 'h00480000;
parameter bit [32-1:0]   SCR1_TIMER_ADDR_MASK        = 'hFFFFFFE0;
parameter bit [32-1:0]   SCR1_TIMER_ADDR_PATTERN     = 'h00490000;
parameter bit [32-1:0]                              SCR1_ARCH_RST_VECTOR                = 32'h200;
parameter bit [32-1:SCR1_CSR_MTVEC_BASE_ZERO_BITS]  SCR1_ARCH_CSR_MTVEC_BASE_RST_VAL    = SCR1_CSR_MTVEC_BASE_VAL_BITS'(32'h1C0 >> SCR1_CSR_MTVEC_BASE_ZERO_BITS);
parameter int unsigned  SCR1_CSR_ADDR_WIDTH         = 12;
parameter int unsigned  SCR1_CSR_MTVEC_BASE_RO_BITS = (32-(SCR1_CSR_MTVEC_BASE_ZERO_BITS+SCR1_CSR_MTVEC_BASE_RW_BITS));
typedef enum logic {
    SCR1_MEM_CMD_RD     = 1'b0,
    SCR1_MEM_CMD_WR     = 1'b1,
    SCR1_MEM_CMD_ERROR  = 'x
} type_scr1_mem_cmd_e;
typedef enum logic[1:0] {
    SCR1_MEM_WIDTH_BYTE     = 2'b00,
    SCR1_MEM_WIDTH_HWORD    = 2'b01,
    SCR1_MEM_WIDTH_WORD     = 2'b10,
    SCR1_MEM_WIDTH_ERROR    = 'x
} type_scr1_mem_width_e;
typedef enum logic[1:0] {
    SCR1_MEM_RESP_NOTRDY    = 2'b00,
    SCR1_MEM_RESP_RDY_OK    = 2'b01,
    SCR1_MEM_RESP_RDY_ER    = 2'b10,
    SCR1_MEM_RESP_ERROR     = 'x
} type_scr1_mem_resp_e;
module scr1_timer (
    input   logic                                   rst_n,
    input   logic                                   clk,
    input   logic                                   rtc_clk,
    input   logic                                   dmem_req,
    input   type_scr1_mem_cmd_e                     dmem_cmd,
    input   type_scr1_mem_width_e                   dmem_width,
    input   logic [32-1:0]           dmem_addr,
    input   logic [32-1:0]           dmem_wdata,
    output  logic                                   dmem_req_ack,
    output  logic [32-1:0]           dmem_rdata,
    output  type_scr1_mem_resp_e                    dmem_resp,
    output  logic [63:0]                            timer_val,
    output  logic                                   timer_irq
);
localparam int unsigned SCR1_TIMER_ADDR_WIDTH                               = 5;
localparam logic [SCR1_TIMER_ADDR_WIDTH-1:0] SCR1_TIMER_CONTROL             = 5'h0;
localparam logic [SCR1_TIMER_ADDR_WIDTH-1:0] SCR1_TIMER_DIVIDER             = 5'h4;
localparam logic [SCR1_TIMER_ADDR_WIDTH-1:0] SCR1_TIMER_MTIMELO             = 5'h8;
localparam logic [SCR1_TIMER_ADDR_WIDTH-1:0] SCR1_TIMER_MTIMEHI             = 5'hC;
localparam logic [SCR1_TIMER_ADDR_WIDTH-1:0] SCR1_TIMER_MTIMECMPLO          = 5'h10;
localparam logic [SCR1_TIMER_ADDR_WIDTH-1:0] SCR1_TIMER_MTIMECMPHI          = 5'h14;
localparam int unsigned SCR1_TIMER_CONTROL_EN_OFFSET                        = 0;
localparam int unsigned SCR1_TIMER_CONTROL_CLKSRC_OFFSET                    = 1;
localparam int unsigned SCR1_TIMER_DIVIDER_WIDTH                            = 10;
logic [63:0]                                        mtime_reg;
logic [63:0]                                        mtime_new;
logic [63:0]                                        mtimecmp_reg;
logic [63:0]                                        mtimecmp_new;
logic                                               timer_en;
logic                                               timer_clksrc_rtc;
logic [SCR1_TIMER_DIVIDER_WIDTH-1:0]                timer_div;
logic                                               control_up;
logic                                               divider_up;
logic                                               mtimelo_up;
logic                                               mtimehi_up;
logic                                               mtimecmplo_up;
logic                                               mtimecmphi_up;
logic                                               dmem_req_valid;
logic [3:0]                                         rtc_sync;
logic                                               rtc_ext_pulse;
logic [SCR1_TIMER_DIVIDER_WIDTH-1:0]                timeclk_cnt;
logic                                               timeclk_cnt_en;
logic                                               time_posedge;
logic                                               time_cmp_flag;
always_ff @(posedge clk, negedge rst_n) begin
    if (~rst_n) begin
        timer_en            <= 1'b1;
        timer_clksrc_rtc    <= 1'b0;
    end else begin
        if (control_up) begin
            timer_en            <= dmem_wdata[SCR1_TIMER_CONTROL_EN_OFFSET];
            timer_clksrc_rtc    <= dmem_wdata[SCR1_TIMER_CONTROL_CLKSRC_OFFSET];
        end
    end
end
always_ff @(posedge clk, negedge rst_n) begin
    if (~rst_n) begin
        timer_div   <= '0;
    end else begin
        if (divider_up) begin
            timer_div   <= dmem_wdata[SCR1_TIMER_DIVIDER_WIDTH-1:0];
        end
    end
end
assign time_posedge = (timeclk_cnt_en & (timeclk_cnt == 0));
always_comb begin
    mtime_new   = mtime_reg;
    if (time_posedge) begin
        mtime_new   = mtime_reg + 1'b1;
    end
    if (mtimelo_up) begin
        mtime_new[31:0]     = dmem_wdata;
    end
    if (mtimehi_up) begin
        mtime_new[63:32]    = dmem_wdata;
    end
end
always_ff @(posedge clk, negedge rst_n) begin
    if (~rst_n) begin
        mtime_reg   <= '0;
    end else begin
        if (time_posedge | mtimelo_up | mtimehi_up) begin
            mtime_reg   <= mtime_new;
        end
    end
end
always_comb begin
    mtimecmp_new    = mtimecmp_reg;
    if (mtimecmplo_up) begin
        mtimecmp_new[31:0]  = dmem_wdata;
    end
    if (mtimecmphi_up) begin
        mtimecmp_new[63:32] = dmem_wdata;
    end
end
always_ff @(posedge clk, negedge rst_n) begin
    if (~rst_n) begin
        mtimecmp_reg    <= '0;
    end else begin
        if (mtimecmplo_up | mtimecmphi_up) begin
            mtimecmp_reg    <= mtimecmp_new;
        end
    end
end
assign time_cmp_flag = (mtime_reg >= ((mtimecmplo_up | mtimecmphi_up) ? mtimecmp_new : mtimecmp_reg));
always_ff @(posedge clk, negedge rst_n) begin
    if (~rst_n) begin
        timer_irq   <= 1'b0;
    end else begin
        if (~timer_irq) begin
            timer_irq   <= time_cmp_flag;
        end else begin  
            if (mtimecmplo_up | mtimecmphi_up) begin
                timer_irq   <= time_cmp_flag;
            end
        end
    end
end
assign timeclk_cnt_en   = (~timer_clksrc_rtc ? 1'b1 : rtc_ext_pulse) & timer_en;
always_ff @(negedge rst_n, posedge clk) begin
    if (~rst_n) begin
        timeclk_cnt <= '0;
    end else begin
        case (1'b1)
            divider_up      : timeclk_cnt   <= dmem_wdata[SCR1_TIMER_DIVIDER_WIDTH-1:0];
            time_posedge    : timeclk_cnt   <= timer_div;
            timeclk_cnt_en  : timeclk_cnt   <= timeclk_cnt - 1'b1;
            default         : begin end
        endcase
    end
end
assign rtc_ext_pulse    = rtc_sync[3] ^ rtc_sync[2];
always_ff @(negedge rst_n, posedge rtc_clk) begin
    if (~rst_n) begin
        rtc_sync[0] <= 1'b0;
    end else begin
        if (timer_clksrc_rtc) begin
            rtc_sync[0] <= ~rtc_sync[0];
        end
    end
end
always_ff @(negedge rst_n, posedge clk) begin
    if (~rst_n) begin
        rtc_sync[3:1]   <= '0;
    end else begin
        if (timer_clksrc_rtc) begin
            rtc_sync[3:1]   <= rtc_sync[2:0];
        end
    end
end
assign dmem_req_valid   =   (dmem_width == SCR1_MEM_WIDTH_WORD) & (~|dmem_addr[1:0]) &
                            (dmem_addr[SCR1_TIMER_ADDR_WIDTH-1:2] <= (SCR1_TIMER_MTIMECMPHI >> 2));
assign dmem_req_ack     = 1'b1;
always_ff @(negedge rst_n, posedge clk) begin
    if (~rst_n) begin
        dmem_resp   <= SCR1_MEM_RESP_NOTRDY;
        dmem_rdata  <= '0;
    end else begin
        if (dmem_req) begin
            if (dmem_req_valid) begin
                dmem_resp   <= SCR1_MEM_RESP_RDY_OK;
                if (dmem_cmd == SCR1_MEM_CMD_RD) begin
                    case (dmem_addr[SCR1_TIMER_ADDR_WIDTH-1:0])
                        SCR1_TIMER_CONTROL      : dmem_rdata    <= 32'({timer_clksrc_rtc, timer_en});
                        SCR1_TIMER_DIVIDER      : dmem_rdata    <= 32'(timer_div);
                        SCR1_TIMER_MTIMELO      : dmem_rdata    <= mtime_reg[31:0];
                        SCR1_TIMER_MTIMEHI      : dmem_rdata    <= mtime_reg[63:32];
                        SCR1_TIMER_MTIMECMPLO   : dmem_rdata    <= mtimecmp_reg[31:0];
                        SCR1_TIMER_MTIMECMPHI   : dmem_rdata    <= mtimecmp_reg[63:32];
                        default                 : begin end
                    endcase
                end
            end else begin
                dmem_resp   <= SCR1_MEM_RESP_RDY_ER;
            end
        end else begin
            dmem_resp   <= SCR1_MEM_RESP_NOTRDY;
            dmem_rdata  <= '0;
        end
    end
end
always_comb begin
    control_up      = 1'b0;
    divider_up      = 1'b0;
    mtimelo_up      = 1'b0;
    mtimehi_up      = 1'b0;
    mtimecmplo_up   = 1'b0;
    mtimecmphi_up   = 1'b0;
    if (dmem_req & dmem_req_valid & (dmem_cmd == SCR1_MEM_CMD_WR)) begin
        case (dmem_addr[SCR1_TIMER_ADDR_WIDTH-1:0])
            SCR1_TIMER_CONTROL      : control_up    = 1'b1;
            SCR1_TIMER_DIVIDER      : divider_up    = 1'b1;
            SCR1_TIMER_MTIMELO      : mtimelo_up    = 1'b1;
            SCR1_TIMER_MTIMEHI      : mtimehi_up    = 1'b1;
            SCR1_TIMER_MTIMECMPLO   : mtimecmplo_up = 1'b1;
            SCR1_TIMER_MTIMECMPHI   : mtimecmphi_up = 1'b1;
            default                 : begin end
        endcase
    end
end
assign timer_val    = mtime_reg;
endmodule : scr1_timer
```
**./run.sh**
```bash
#!/bin/bash
# OpenROAD 26Q1-2900-gdf79404cd8, Yosys 0.63+post, stock flow scripts
make -C /OpenROAD-flow-scripts/flow DESIGN_CONFIG=/design/flow/config.mk WORK_HOME=/design/flow/orfs finish
```
**./config.mk**
```make
export PLATFORM = sky130hd
export DESIGN_NAME = scr1_timer
export DESIGN_NICKNAME = scr1_timer
export VERILOG_FILES = /design/flow/design.v
export SDC_FILE = /design/flow/constraint.sdc
export NUM_CORES = 4
export LEC_CHECK = 1
export CORE_UTILIZATION = 30
```
**./constraint.sdc**
```tcl
current_design scr1_timer

set clk_period 6.4
set clk_io_pct 0.2

create_clock -name clk0 -period $clk_period [get_ports {clk}]
create_clock -name clk1 -period $clk_period [get_ports {rtc_clk}]

set non_clock_inputs [all_inputs -no_clocks]
set_input_delay [expr $clk_period * $clk_io_pct] -clock clk0 $non_clock_inputs
set_output_delay [expr $clk_period * $clk_io_pct] -clock clk0 [all_outputs]
```
==> metrics.yaml <==
grt:
  largest_net_degree_at_the_start_of_global_routing: 112
  final_global_route_overflow_total: 0
  grt_pass1_vias: 9209
  grtUsageTotal_pct: 19.4
  antenna_found_initial: 0
  first_pass_grt_wire_length_um: 55200
floorplan:
  num_rows: 70
  die_area_um2: 38100
  number_of_top_level_pins: 171
  initCoreUtil_pct: 30.6
  die_y_um: 195
  core_um2: 36600
  fp.dieW_um: 195
layout:
  final_common_cell: "sky130_fd_sc_hd__dfrtp_1"
  commonest_cells_after_routing_fill_and_taps_aside: "sky130_fd_sc_hd__dfrtp_1, sky130_fd_sc_hd__clkdlybuf4s50_1, sky130_fd_sc_hd__nand2_1"
  syn_to_final_growth_pct: 22.4
  filler_cell_count: 3573
  layout-drive-gt1-share_pct: 8.89
synth:
  synth.area.mux_share_pct: 7.75
  netlist_instances: 1157
  netlist.top_cell.by_area: "sky130_fd_sc_hd__dfrtp_1"
  synth-main-ff-cell: "sky130_fd_sc_hd__dfrtp_1"
  mappedNetlistArea_um2: 11200
  synthesis.area_per_instance_um2: 9.67
  top_area_share_pct: 42.1
  post_synthesis_adder_cell_area_fraction_pct: 7.38
  yosysChipArea_um2: 11200
  xor_share_pct: 4.77
  synth.cellmix.simpleShare_pct: 17.7
  synth-async-reset-ratio_pct: 100
  edf_count: 0
  synth-warning-count: 1
  netlist_top_cells_area: "sky130_fd_sc_hd__dfrtp_1, sky130_fd_sc_hd__ha_1, sky130_fd_sc_hd__nand2_1"
  yosys_cells: 1157
  ys_sh_aoi_pct: 14.9
  yosys.stat.seqShare_pct: 42.3
  logic_family: "simple AND/OR/NAND/NOR gates"
  synth_flop_count: 189
  ys_types: 72
clocking:
  htree_levels: 4
  clock_tree.buffer_depth: 2
  number_of_cts_inserted_buffers: 17
  post-cts-setup-buffer-count: 0
  path_clk_slew_ns: 0.08
  ctsResizeCount: 0
  root_buffer: "sky130_fd_sc_hd__clkbuf_16"
  cts_hold_buf: 0
  cts_tree: "done"
critical_path:
  timing.critical_path.slowest_cell_delay_ns: 0.66
  rr_endpoint: "mtime_reg[23]$_DFFE_PN0P_"
  start_kind: "input pin"
  launching_point_of_the_worst_reg2reg_path: "mtime_reg[11]$_DFFE_PN0P_"
  timing.critical_path.slowest_stage_cell: "sky130_fd_sc_hd__clkdlybuf4s50_1"
  worst_setup_path_end_kind: "flip-flop"
  path_buffers: 3
  ff2ff_path_depth: 6
  crit_path_max_fo: 17
  path_class: "input pin to flip-flop"
  reg2reg_slack_ns: 3.70
  crit_chain: "clkdlybuf4s50_1, a211oi_4, nand2_1, nor2_2, nand2_2, buf_4, mux2_2, inv_1, ha_1, nand4_1, nor3_1, and3_1, nand2_1, a2bb2oi_1, o211ai_1"
  cp_common_cell: "sky130_fd_sc_hd__nand2_1"
  worstPathArrival_ns: 5.52
  timing.critical_path.required_ns: 6.76
  cp_top_family: "simple AND/OR/NAND/NOR gates"
status:
  outcome: "finished clean"
final_timing:
  final_hold_viols: 0
  max-slew-margin-rel_pct: 37.9
  timing.final.max_slew_violations: 0
  setup_viol: 0
  worst_slack_ns: 1.24
  final.setup.tns_ns: 0
  rsz0062_at_grt: "no"
  clock-skew-final_ns: 0.0114
  tightestPinTransition_ns: 0.922
pwr:
  cellPowerDensity_nw_per_um2: 192
  worst_ir_drop_vdd_mv: 0.164
  power.combinational.fraction_pct: 9.8
  power_switching_share_pct: 27.0
  power.share.clock_pct: 42.1
  power.share.sequential_pct: 48.1
  internal-power_uw: 1920
  p_sw_uw: 712
  power.leakage_uw: 0.00617
route:
  route.vias.total: 9405
  vias_per_cell: 5.34
  totalWireLength_um: 35200
  first_iter_violations: 678
  diodes: 0
  postRouteAntennaNets: 0
  wl_per_cell_um: 20.0
  drt_first_pass_iters: 6
  post-route-drc-count: 0
worst_hold_path:
  min-delay-start: "rtc_sync[0]$_DFFE_PN0P_"
  hold-path-cell-count: 1
  kind_of_path_behind_the_tightest_hold_check: "flip-flop to flip-flop"
  hold-path-endpoint: "rtc_sync[1]$_DFFE_PN0P_"
placement:
  dp.final_hpwl_um: 25200
  globalplace.congestion: 0.899
  numPortBuffers: 141
  detailedPlace.worstSlack_ns: 0.870
job:
  reported_max_cap_violation_count: 0
  tool_warnings: 56
==> routing by layer <==
| layer | global-route usage, % | wire (µm) | share of wire (%) |
|---|---|---|---|
| met1 | 28.6 | 15900 | 45 |
| met2 | 29.5 | 16100 | 46 |
| met3 | 4.87 | 2370 | 6.7 |
| met4 | 4.20 | 822 | 2.3 |
| met5 | 0 | 0 | 0 |
==> cell families (layout without fill, tap and decap cells) <==
logic type / count (synthesis) / in the layout
AND-OR/OR-AND: 256 / 256
XOR/XNOR: 60 / 60
adder cells (fa/ha/maj): 66 / 66
buffers and inverters: 137 / 274
flip-flops: 189 / 189
multiplexers: 82 / 82
other: 1 / 1
AND/OR/NAND/NOR: 366 / 366
==> stage by stage <==
step | util [%] | cell area (µm²) | hold WS (ns) | power (µW) | cells
floorplan | - | 11200 | 0.425 | 1420 | 1157
global placement | 35.8 | 13100 | 0.453 | 1540 | 1730
detailed placement | 35.8 | 13100 | 0.463 | 1550 | 1730
CTS | 37.4 | 13700 | 0.0602 | 2670 | 1762
global route | 37.4 | 13700 | 0.0675 | 2740 | 1762
finish | 37.4 | 13700 | 0.0810 | 2630 | 1762
==> power by group through the flow <==
| stage | combinational (µW) | clock (µW) | sequential (µW) |
|---|---|---|---|
| 5_1_grt | 286 | 1190 | 1270 |
| 6_report | 258 | 1110 | 1270 |
| 4_1_cts | 260 | 1140 | 1270 |
==> synthesized netlist by cell type (4+ instances only) <==
| master | n |
|---|---|
| sky130_fd_sc_hd__nor4_4 | 5 |
| sky130_fd_sc_hd__nand4_1 | 34 |
| sky130_fd_sc_hd__nor3_1 | 17 |
| sky130_fd_sc_hd__mux2_2 | 25 |
| sky130_fd_sc_hd__a21o_1 | 27 |
| sky130_fd_sc_hd__o21ai_0 | 60 |
| sky130_fd_sc_hd__nor2_1 | 60 |
| sky130_fd_sc_hd__mux2i_1 | 45 |
| sky130_fd_sc_hd__xor2_1 | 34 |
| sky130_fd_sc_hd__ha_1 | 66 |
| sky130_fd_sc_hd__buf_4 | 6 |
| sky130_fd_sc_hd__o31ai_1 | 4 |
| sky130_fd_sc_hd__mux2_1 | 12 |
| sky130_fd_sc_hd__xnor2_1 | 25 |
| sky130_fd_sc_hd__and3_1 | 11 |
| sky130_fd_sc_hd__a221oi_1 | 4 |
| sky130_fd_sc_hd__o21ai_1 | 10 |
| sky130_fd_sc_hd__a22o_1 | 4 |
| sky130_fd_sc_hd__dfrtp_1 | 188 |
| sky130_fd_sc_hd__clkbuf_1 | 24 |
| sky130_fd_sc_hd__a31oi_1 | 8 |
| sky130_fd_sc_hd__a222oi_1 | 30 |
| sky130_fd_sc_hd__nor4_1 | 13 |
| sky130_fd_sc_hd__inv_1 | 82 |
| sky130_fd_sc_hd__or4_1 | 5 |
| sky130_fd_sc_hd__nand2_1 | 130 |
| sky130_fd_sc_hd__or3_1 | 5 |
| sky130_fd_sc_hd__nand3_1 | 40 |
| sky130_fd_sc_hd__a21oi_1 | 79 |
| sky130_fd_sc_hd__nor3_4 | 5 |
| sky130_fd_sc_hd__buf_2 | 22 |
| sky130_fd_sc_hd__nor4_2 | 5 |
| sky130_fd_sc_hd__o21a_1 | 5 |
| sky130_fd_sc_hd__and2_1 | 8 |
==> area by class of cell <==
type | instances | area, µm² | share of cell area [%]
well taps | 468 | 586 | 4.28
clock inverters | 15 | 173 | 1.26
multi-input cells | 831 | 5900 | 43.1
flip-flops and latches | 189 | 4730 | 34.6
inverters | 82 | 308 | 2.25
clock buffers | 17 | 425 | 3.11
repair buffers | 160 | 1570 | 11.5
==> worst max path at each step <==
stage           startpoint                   to  slack (ns)  depth (start not counted)
CTS           dmem_addr[1]  timer_irq$_DFF_PN0_        1.31                         15
global route  dmem_addr[1]  timer_irq$_DFF_PN0_        1.02                         15
finish        dmem_addr[1]  timer_irq$_DFF_PN0_        1.24                         15
==> worst reg2reg max path, stage by stage (launching register included) <==
cell                      delay [ns]
sky130_fd_sc_hd__dfrtp_1        0.55
sky130_fd_sc_hd__nand3_2        0.17
sky130_fd_sc_hd__nor3_4         0.54
sky130_fd_sc_hd__nand2_1        0.53
sky130_fd_sc_hd__nor3_1         0.43
sky130_fd_sc_hd__xor2_1         0.10
sky130_fd_sc_hd__mux2_2         0.27
Power and IR drop assume default switching activity.
