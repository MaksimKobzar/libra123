==> design/flow/design.v <==
parameter int unsigned          SCR1_CSR_MTVEC_BASE_ZERO_BITS   = 6;
parameter int unsigned          SCR1_CSR_MTVEC_BASE_VAL_BITS    = 32-SCR1_CSR_MTVEC_BASE_ZERO_BITS;
parameter int unsigned SCR1_CSR_MTVEC_BASE_RW_BITS = 26;     
parameter bit [32-1:0]   SCR1_TCM_ADDR_MASK          = 'hFFFF0000;
parameter bit [32-1:0]   SCR1_TCM_ADDR_PATTERN       = 'h00480000;
parameter bit [32-1:0]   SCR1_TIMER_ADDR_MASK        = 'hFFFFFFE0;
parameter bit [32-1:0]   SCR1_TIMER_ADDR_PATTERN     = 'h00490000;
parameter bit [32-1:0]                              SCR1_ARCH_RST_VECTOR                = 32'h200;
parameter bit [32-1:SCR1_CSR_MTVEC_BASE_ZERO_BITS]  SCR1_ARCH_CSR_MTVEC_BASE_RST_VAL    = SCR1_CSR_MTVEC_BASE_VAL_BITS'(32'h1C0 >> SCR1_CSR_MTVEC_BASE_ZERO_BITS);
parameter int unsigned  SCR1_CSR_ADDR_WIDTH         = 12;
parameter int unsigned  SCR1_CSR_MTVEC_BASE_RO_BITS = (32-(SCR1_CSR_MTVEC_BASE_ZERO_BITS+SCR1_CSR_MTVEC_BASE_RW_BITS));
typedef logic [32-1:0]  type_scr1_mprf_v;
typedef logic [32-1:0]  type_scr1_pc_v;
parameter int unsigned SCR1_EXC_CODE_WIDTH_E    = 4;
typedef enum logic [SCR1_EXC_CODE_WIDTH_E-1:0] {
    SCR1_EXC_CODE_INSTR_MISALIGN        = 4'd0,      
    SCR1_EXC_CODE_INSTR_ACCESS_FAULT    = 4'd1,      
    SCR1_EXC_CODE_ILLEGAL_INSTR         = 4'd2,      
    SCR1_EXC_CODE_BREAKPOINT            = 4'd3,      
    SCR1_EXC_CODE_LD_ADDR_MISALIGN      = 4'd4,      
    SCR1_EXC_CODE_LD_ACCESS_FAULT       = 4'd5,      
    SCR1_EXC_CODE_ST_ADDR_MISALIGN      = 4'd6,      
    SCR1_EXC_CODE_ST_ACCESS_FAULT       = 4'd7,      
    SCR1_EXC_CODE_ECALL_M               = 4'd11      
} type_scr1_exc_code_e;
parameter bit [SCR1_EXC_CODE_WIDTH_E-1:0] SCR1_EXC_CODE_IRQ_M_SOFTWARE      = 4'd3;
parameter bit [SCR1_EXC_CODE_WIDTH_E-1:0] SCR1_EXC_CODE_IRQ_M_TIMER         = 4'd7;
parameter bit [SCR1_EXC_CODE_WIDTH_E-1:0] SCR1_EXC_CODE_IRQ_M_EXTERNAL      = 4'd11;
parameter bit [SCR1_EXC_CODE_WIDTH_E-1:0] SCR1_EXC_CODE_RESET               = 4'd0;
typedef enum logic [1:0] {
    SCR1_OP_WIDTH_BYTE  = 2'b00,
    SCR1_OP_WIDTH_HALF  = 2'b01,
    SCR1_OP_WIDTH_WORD  = 2'b10,
    SCR1_OP_WIDTH_ERROR = 'x
} type_scr1_op_width_e;
module scr1_pipe_mprf (
    input   logic                               rst_n,
    input   logic                               clk,
    input   logic [5-1:0]   exu2mprf_rs1_addr,        
    output  logic [32-1:0]              mprf2exu_rs1_data,        
    input   logic [5-1:0]   exu2mprf_rs2_addr,        
    output  logic [32-1:0]              mprf2exu_rs2_data,        
    input   logic                               exu2mprf_w_req,           
    input   logic [5-1:0]   exu2mprf_rd_addr,         
    input   logic [32-1:0]              exu2mprf_rd_data          
);
type_scr1_mprf_v [1:31]     mprf_int;
assign mprf2exu_rs1_data = (|exu2mprf_rs1_addr) ? mprf_int[unsigned'(exu2mprf_rs1_addr)] : '0;
assign mprf2exu_rs2_data = (|exu2mprf_rs2_addr) ? mprf_int[unsigned'(exu2mprf_rs2_addr)] : '0;
always_ff @(negedge rst_n, posedge clk) begin
    if (~rst_n) begin
        mprf_int <= '0;
    end else begin
        if (exu2mprf_w_req) begin
            if (|exu2mprf_rd_addr) begin
                mprf_int[unsigned'(exu2mprf_rd_addr)] <= exu2mprf_rd_data;
            end
        end
   end
end
endmodule : scr1_pipe_mprf
==> design/flow/run.sh <==
#!/bin/bash
# OpenROAD 26Q1-2900-gdf79404cd8, Yosys 0.63+post, stock flow scripts
make -C /OpenROAD-flow-scripts/flow DESIGN_CONFIG=/design/flow/config.mk WORK_HOME=/design/flow/orfs finish
==> design/flow/config.mk <==
export PLATFORM = sky130hd
export DESIGN_NAME = scr1_pipe_mprf
export DESIGN_NICKNAME = scr1_pipe_mprf
export VERILOG_FILES = /design/flow/design.v
export SDC_FILE = /design/flow/constraint.sdc
export NUM_CORES = 4
export LEC_CHECK = 1
export CORE_UTILIZATION = 40
==> design/flow/constraint.sdc <==
current_design scr1_pipe_mprf

set clk_period 6.9
set clk_io_pct 0.2

create_clock -name clk0 -period $clk_period [get_ports {clk}]

set non_clock_inputs [all_inputs -no_clocks]
set_input_delay [expr $clk_period * $clk_io_pct] -clock clk0 $non_clock_inputs
set_output_delay [expr $clk_period * $clk_io_pct] -clock clk0 [all_outputs]
==> flow report <==
LAYOUT
------------------------------------------------------------------------------------
Registers with the most flip-flops                                      mprf_int: 992 flops
Multi-input logic area                                                    28,400 um2
Final-layout fill cell count                                                  11,700
Biggest register                                                            mprf_int
Synth-to-Final Area Change                                                     13.9%
Register cell area after layout                                           24,800 um2
Number of flip-flops under the largest register name                             992
Ratio of cells with drive above 1 in the final layout                          48.1%
Final non-filler cell total                                                    5,522

GLOBAL ROUTING
------------------------------------------------------------------------------------
Largest net degree at the start of global routing                                119
Antenna violations before repair                                                   5
Global-route total usage across every layer                                    25.4%
First-pass GRT wire length                                                    244 mm
Residual overflow from global routing                                              0
Number of global-route vias before repair                                     36,100

FLOORPLANNING
------------------------------------------------------------------------------------
Core ar.                                                                 136,000 um2
Floorplan die height                                                          372 um
IO Count                                                                         114
Rows                                                                             135
Fp_density                                                                     40.4%
Floorplan die area                                                       139,000 um2
X dimension of the die                                                        372 um

CLOCK TREE
------------------------------------------------------------------------------------
Worst-skew pair later-pin latency                                            0.72 ns
Number of buffers added by the clock tree synthesis step                         115
Clock sink count                                                                 992
Clock slew at reported path FFs                                              0.05 ns
Max Root-Sink Buffers                                                              3
Postcts setup bufs                                                                 0
Post-cts gate resize count                                                         0
CTS hold repair buffers                                                            0
Clock root buffer                                                          clkbuf_16
H-tree depth                                                                       3
TritonCTS clock tree                                                            done

SYNTH
------------------------------------------------------------------------------------
Share of the synthesized area in the top cell type                             45.3%
Flop and latch count out of synthesis                                            992
Post-Synthesis Mean Instance Area                                           15.1 um2
Post-Synthesis Cells                                                           3,641
Largest area contributor in the netlist                                      dfrtp_1
Number of cells in the yosys synthesis report                                  3,641
Mapped Area                                                               54,800 um2
Leading post-synthesis cells by cell area                               dfrtp_1 45%, mux4_2 18%, mux2_2 15%
Most common cell in the synthesized netlist                                  dfrtp_1
Post-synth cell types                                                             78
Async SR Flop Fraction                                                          100%
Synth top cells by count                                                992 x dfrtp_1, 753 x mux2_2, 440 x mux4_2
Dominant Register Cell                                                       dfrtp_1
Yosys warning total                                                                1
YS chip area                                                              54,800 um2
Register area share after synthesis                                            45.3%
Number of synthesized flops with an enable pin                                     0

WORST SETUP PATH
------------------------------------------------------------------------------------
Worst reg2reg startpoint                                                mprf_int[302]
Data required time at the worst endpoint                                     5.52 ns
Number of cells on the worst reg-to-reg path                                       1
Reg-to-reg setup timing slack                                                6.09 ns
WP data arrival                                                              5.23 ns
Crit path launch type                                                     input port
Capturing point of the worst reg2reg path                               mprf_int[302]
Maximum fanout count along the critical path                                      24
Element type at the critical path end                                     output pin
Start-to-end type of the worst setup path                                     in2out

DRT
------------------------------------------------------------------------------------
N_diodes                                                                           0
Drt wl/cell                                                                  29.4 um
First-pass iteration count of the detailed router                                  5
Final routed wirelength across all metal layers                               162 mm
Number of DRC markers in iteration 0                                           2,074
Remaining antenna violation count                                                  0
Vias per inst                                                                   6.11
DRC errors left                                                                    0
DR vias                                                                       33,700

MIN PATH
------------------------------------------------------------------------------------
Path category of the worst min-delay check                                   reg2reg
Hold path depth                                                                    1
Startpoint of the worst hold path                                       mprf_int[474]
Capture endpoint of the worst hold path                                 mprf_int[474]

TIMING
------------------------------------------------------------------------------------
Max Fclk                                                                   0.151 GHz
Post-layout minimum cycle time                                               6.61 ns
Final Hold Viols                                                                   0
Setup repair after global routing missed its margin                            false
Normalized max-slew margin                                                     37.1%
Transition time at the pin with the least slew margin                       0.919 ns
Sum of negative setup slack                                                     0 ns
Worst Clk Skew                                                                  0 ns
Count of endpoints failing setup in the final report                               0
Total count of max-transition violations in the final report                       0
Fraction of the cycle the final worst path needs                               95.8%

STATUS
------------------------------------------------------------------------------------
Status                                                                  complete, no violations

PLACEMENT
------------------------------------------------------------------------------------
Port bufs                                                                        113
Hpwl dp                                                                      96.0 mm
Number of cells in the design after placement                                  5,312
Weighted congestion at the end of routability-driven global placement          0.876

PWR
------------------------------------------------------------------------------------
Reported leakage power                                                       27.9 nW
Power density over the cells                                              308 nW/um2
IR Drop Worst-Case VDD                                                      0.209 mV

FLOW RUN
------------------------------------------------------------------------------------
Number of logged tool warnings                                                    34
# Max-Cap Violations                                                               0

layout make-up:
| class | count | share of cell area (%) |
|---|---|---|
| flip-flops and latches | 992 | 39.7 |
| repair buffers | 287 | 4.87 |
| clock inverters | 34 | 0.627 |
| well taps | 1781 | 3.57 |
| inverters | 14 | 0.0841 |
| multi-input cells | 2238 | 45.5 |
| clock buffers | 176 | 5.59 |
worst max-delay path by stage:
stage | start | endpoint | slack [ns]
CTS | exu2mprf_rs2_addr[1] | mprf2exu_rs2_data[0] | 0.22
global route | exu2mprf_rs2_addr[1] | mprf2exu_rs2_data[0] | 0.08
finish | exu2mprf_rs1_addr[1] | mprf2exu_rs1_data[13] | 0.29
power by group:
group	internal (mW)	leakage, nW	total (mW)	switching (mW)
registers	7.23	13.3	8.24	1.01
clock network	3.72	1.92	6.24	2.52
logic	2.97	12.7	4.79	1.82
critical path, cell delays in order:
cell             delay (ns)
clkdlybuf4s50_1        0.69
inv_1                  0.15
ha_4                   0.39
or3b_2                 0.45
o2111ai_1              0.11
o311a_4                0.42
buf_12                 0.27
buf_12                 0.17
mux2i_1                0.20
o22a_1                 0.15
o221ai_1               0.27
clkdlybuf4s50_1        0.52
cell usage in the layout (no fill, tap or decap), types with 11 or more instances in the layout:
master,instances
a2111oi_0,29
a21oi_1,19
a22o_1,26
buf_12,47
buf_4,127
clkbuf_1,25
clkbuf_16,117
clkbuf_8,35
clkdlybuf4s50_1,108
clkinv_2,17
dfrtp_1,992
inv_1,11
mux2_1,87
mux2_2,753
mux2_4,180
mux2i_1,235
mux4_2,440
nand2_1,20
nor2_1,72
nor2_4,21
o21ai_0,70
o221ai_1,58
o22a_1,27
o22ai_1,39
layer usage:
metal,wire (um),global-route usage (%),up-vias
li1,-,-,14200
met1,62300,34.8,17900
met2,76200,37.6,1403
met3,18100,11.9,261
met4,5510,6.79,12
met5,140,0.385,-
metrics by stage:
step	area (um2)	utilization, %	hold WS (ns)	total power [mW]	setup slack (ns)
detailed placement	58600	43.1	0.493	13.1	0.214
CTS	62500	46.0	0.505	19.4	0.225
global placement	58600	43.1	0.483	13.0	0.256
floorplan	54800	-	0.470	11.5	1.26
finish	62500	46.0	0.497	19.3	0.287
global route	62500	46.0	0.522	20.2	0.0849
cells by family (layout without fill, tap and decap cells):
family / count (synthesis) / count (layout) / synth area share (%)
flops: 992 / 992 / 45.3
fa+ha+maj: 10 / 10 / 0.228
simple gates: 204 / 204 / 2.09
xor+xnor: 5 / 5 / 0.0799
compound gates: 324 / 324 / 4.37
buf+inv: 411 / 511 / 3.44
mux: 1695 / 1695 / 44.5
Power figures rest on the tool's default switching activity, not on a simulated workload.
